==> flow/design.v <==
`timescale 1ns / 1ps
module fir_filter_single_dsp_pipelined #(
    parameter N           = 211,
    parameter IN_WIDTH    = 16,
    parameter COEF_WIDTH  = 16,
    parameter MUL_WIDTH   = 32,
    parameter ACC_WIDTH   = 40
)(
    input  wire                        clk,
    input  wire                        rst_n,
    input  wire signed [IN_WIDTH-1:0]  data_in,
    input  wire                        data_in_valid,
    output reg  signed [ACC_WIDTH-1:0] data_out,
    output reg                         data_out_valid
);
    localparam signed [COEF_WIDTH-1:0] COEFF [0:N-1] = '{
        -1, 4, 10, 19, 29, 37, 42, 40, 30, 14,
        -4, -19, -26, -23, -11, 6, 21, 28, 23, 9,
        -11, -28, -33, -25, -6, 18, 37, 40, 27, 1,
        -28, -48, -48, -27, 7, 42, 61, 55, 25, -19,
        -58, -76, -61, -19, 36, 79, 91, 65, 7, -58,
        -103, -107, -64, 11, 86, 130, 121, 57, -37, -122,
        -161, -131, -42, 73, 166, 193, 137, 16, -122, -218,
        -225, -134, 25, 187, 280, 258, 119, -86, -272, -356,
        -288, -86, 177, 389, 450, 316, 23, -318, -559, -580,
        -339, 95, 556, 842, 790, 356, -347, -1065, -1474, -1288,
        -367, 1215, 3169, 5058, 6425, 6924, 6425, 5058, 3169, 1215,
        -367, -1288, -1474, -1065, -347, 356, 790, 842, 556, 95,
        -339, -580, -559, -318, 23, 316, 450, 389, 177, -86,
        -288, -356, -272, -86, 119, 258, 280, 187, 25, -134,
        -225, -218, -122, 16, 137, 193, 166, 73, -42, -131,
        -161, -122, -37, 57, 121, 130, 86, 11, -64, -107,
        -103, -58, 7, 65, 91, 79, 36, -19, -61, -76,
        -58, -19, 25, 55, 61, 42, 7, -27, -48, -48,
        -28, 1, 27, 40, 37, 18, -6, -25, -33, -28,
        -11, 9, 23, 28, 21, 6, -11, -23, -26, -19,
        -4, 14, 30, 40, 42, 37, 29, 19, 10, 4,
        -1
    };
    reg signed [IN_WIDTH-1:0] shift_reg [0:N-1];
    integer j;
    localparam ST_IDLE = 0, ST_MULT = 1, ST_ADD = 2, ST_DONE = 3;
    reg [1:0] state;
    reg [8:0] tap_idx;
    reg signed [ACC_WIDTH-1:0] accum_reg;
    reg signed [MUL_WIDTH-1:0] product_reg;
    always @(posedge clk or negedge rst_n) begin
        if (!rst_n) begin
            for (j = 0; j < N; j = j + 1) begin
                shift_reg[j] <= 0;
            end
            data_out       <= 0;
            data_out_valid <= 0;
            state          <= ST_IDLE;
            tap_idx        <= 0;
            accum_reg      <= 0;
            product_reg    <= 0;
        end else begin
            data_out_valid <= 0;
            case (state)
            ST_IDLE: begin
                if (data_in_valid) begin
                    for (j = N-1; j > 0; j = j - 1) begin
                        shift_reg[j] <= shift_reg[j-1];
                    end
                    shift_reg[0] <= data_in;
                    accum_reg <= 0;
                    tap_idx   <= 0;
                    state <= ST_MULT;
                end
            end
            ST_MULT: begin
                product_reg <= shift_reg[tap_idx] * COEFF[tap_idx];
                state <= ST_ADD;
            end
            ST_ADD: begin
                accum_reg <= accum_reg + product_reg;
                tap_idx <= tap_idx + 1;
                if (tap_idx == (N-1)) begin
                    state <= ST_DONE;
                end else begin
                    state <= ST_MULT;
                end
            end
            ST_DONE: begin
                data_out <= accum_reg;
                data_out_valid <= 1;
                state <= ST_IDLE;
            end
            endcase
        end
    end
endmodule
==> flow/run.sh <==
#!/bin/bash
# OpenROAD 26Q1-2900-gdf79404cd8, Yosys 0.63+post, stock flow scripts
make -C /OpenROAD-flow-scripts/flow DESIGN_CONFIG=/design/flow/config.mk WORK_HOME=/design/flow/orfs finish
==> flow/config.mk <==
export PLATFORM = sky130hd
export DESIGN_NAME = fir_filter_single_dsp_pipelined
export DESIGN_NICKNAME = fir_filter_single_dsp_pipelined
export VERILOG_FILES = /design/flow/design.v
export SDC_FILE = /design/flow/constraint.sdc
export NUM_CORES = 4
export LEC_CHECK = 1
export CORE_UTILIZATION = 50
export SYNTH_HDL_FRONTEND = slang
==> flow/constraint.sdc <==
current_design fir_filter_single_dsp_pipelined

set clk_period 171.3
set clk_io_pct 0.2

create_clock -name clk0 -period $clk_period [get_ports {clk}]

set non_clock_inputs [all_inputs -no_clocks]
set_input_delay [expr $clk_period * $clk_io_pct] -clock clk0 $non_clock_inputs
set_output_delay [expr $clk_period * $clk_io_pct] -clock clk0 [all_outputs]
==> out/qor.csv <==
metric;value;unit
drc;0;
status;finished clean;
swShare;0.214;
ys_cells;18516;
drv_slew;0;
fp.dieW;590;µm
grt_pass1_wl;685000;µm
crit_path_end;shift_reg[1382];
dpl_worst_slack;130690;ps
antenna_found_initial;7;
cts_tree;yes;
rsz0062_at_grt;no;
fin_ws;131590;ps
largest_reg_flops;3376;
worstPathArrival;40590;ps
routed-wl-met2;183000;µm
fillers;29266;
min_path_cells;2;
power.share.sequential;0.495;
area_leaders;dfrtp_1 (51%), nand2_1 (23%), mux4_2 (12%);
switchingPower;0.000357;W
synth_chip_area;0.173;mm²
fin_crit_sh;0.232;
die-area;0.348;mm²
pin_count;60;
portBuffers;59;
ff2ff_path_depth;33;
critical_path.max_fanout;128;
fin_util;0.551;
xor_area_frac;0.00324;
ys_types;78;
dpl.hpwl;248000;µm
comb_power_share;0.011;
post_cts_resized;0;
htree_levels;5;
slowest_delay;710;ps
drt_pre_antenna_iters;6;
synthesis.instances;18516;
instances_no_fill;22958;
setup_viol;0;
top_layer;met5;
numCtsBuffers;383;
cp_common_cell;buf_4;
power.share.clock;0.494;
wl_met1;189000;µm
hold_viol_final;0;
slew_headroom;0.375;
critical_path_class;input port to flop;
coreArea;0.344;mm²
yosys_warnings;0;
fmax;25.2;MHz
ys_ff;3502;
drtAntennaViolNets;0;
r2r-start;tap_idx[0];
flop_cell;dfrtp_1;
post_drt_wl_per_cell;18.0;µm
logic_family;simple AND/OR/NAND/NOR gates;
edf_count;0;
tool_warnings;81;
cts-root-buf;clkbuf_16;
dr.first_iter.drc_count;9065;
clock_latency;950;ps
drive_gt1_frac;0.107;
lay_top_cells;nand2_1 (10514), dfrtp_1 (3492), mux4_2 (947), clkbuf_16 (392), inv_1 (359);
ys_sh_aoi;0.0260;
grt-ovfl-total;0;
min_path_type;flop to flop;
rrSetupSlack;159270;ps
finClkSkew;60.8;ps
ys_seq_frac;0.507;
lay_top_count;nand2_1;
die_y;590;µm
period_needed;39710;ps
post_drt_via_cell_ratio;5.34;
grt_pass1_vias;122082;
globalplace.congestion;0.943;
yosys.area_share.simple;0.244;
critPathSlowestCell;buf_4;
crit_start;data_in_valid;
via_count;122669;
post_synth.cell_area_avg;9.34;µm²
core_util_floorplan;0.503;
finalSetupTns;0;ps
post_cts_buffers;0;
power_density;8.84;mW/mm²
async_reset_ff_frac;1.00;
crit_required;172180;ps
p_leak;100;nW
cap_violations;0;
top_area_frac;0.507;
worst_pin_slew;928;ps
grt_max_degree;158;
met3WireLength;30300;µm
cts.sinks;3502;
start_kind;input port;
hold_buffers;0;
ys_sh_mux;0.141;
clk_path_buf_depth;4;
crit_chain;clkdlybuf4s50_1 -> and2_4 -> buf_4 -> buf_4 -> buf_4 -> buf_12 -> buf_4 -> buf_4 -> buf_4 -> nand2_1 -> nand2_1;
grtUsageTotal;0.261;
top_area_cell;dfrtp_1;
end_kind;flop;
r2r-end;product_reg[22];
clk_pin_slew_worst_paths;60;ps
p_int;0.00131;W
area_growth;9.44;%
irDropWorstVdd;0.00863;mV
rows;215;
synthAdderAreaFrac;0.0403;
placed_cells;22269;
wl;412000;µm
syn_area;0.173;mm²
## power groups by stage
stage     clock network, W   logic, W  registers [W]
6_report          0.000827  0.0000180       0.000827
5_1_grt           0.000878  0.0000217       0.000827
4_1_cts           0.000848  0.0000195       0.000827
## critical path: cells and delay by family
kind / cells / cell delay (ps)
AND/OR/NAND/NOR: 3 / 920
buffers and inverters: 8 / 5200
## metrics by stage
step	hold slack, ps	area, µm²	power [W]
finish	440	189000	0.00167
global route	461	189000	0.00173
CTS	433	189000	0.00170
detailed placement	462	177000	0.000862
global placement	458	177000	0.000862
floorplan	352	173000	0.000843
## per-layer routing
layer | GRT usage | vias up
li1 | - | 58663
met1 | 0.445 | 60555
met2 | 0.365 | 2779
met3 | 0.0717 | 662
met4 | 0.0533 | 10
met5 | 0 | -
## cells in the mapped netlist (all sizes together), types with 22 or more instances
cell,count
nand2,10516
dfrtp,3501
mux4,947
clkbuf,819
inv,365
buf,348
nor2,262
fa,261
mux2i,226
a21oi,176
o21ai,171
ha,140
mux2,70
nand3,69
nand2b,58
xnor2,43
a21o,40
o211ai,36
a31oi,35
nor3,33
a211oi,32
or2,31
and3,26
o22ai,25
and2,22
## cell families (layout without fill, tap and decap cells)
logic type,Yosys count,count (layout)
muxes,1243,1243
DFF,3502,3502
other,0,3
adders and majority gates,401,401
xor gates and xnor gates,64,64
buffers and inverters,1534,1416
and+or+nand+nor,11078,11078
AOI/OAI and AO/OA,694,694
## area by class of cell
| class | count | area [µm²] | area share |
|---|---|---|---|
| Sequential cell | 3502 | 87700 | 0.463 |
| Multi-Input combinational cell | 13480 | 78700 | 0.416 |
| Clock inverter | 90 | 960 | 0.00507 |
| Timing Repair Buffer | 363 | 3200 | 0.0169 |
| Tap cell | 4557 | 5700 | 0.0301 |
| Inverter | 367 | 1410 | 0.00746 |
| Clock buffer | 596 | 11600 | 0.0613 |
| Antenna cell | 3 | 7.51 | 0.0000397 |
## worst min path at each step
stage	startpoint	endpoint	slack (ps)
4_1_cts	shift_reg[35]	shift_reg[19]	430
5_1_grt	shift_reg[712]	shift_reg[696]	460
6_report	shift_reg[35]	shift_reg[19]	440
Power is estimated from default activity; no workload was simulated.
